==> flow/design.v <==
`timescale 1ns / 1ps
module gray_counter(
    input clk,rst,
    output reg [3:0] gray_count
    );
    reg [3:0] bin_count;
    always@(posedge clk)
    begin 
        if(rst)
            begin
                gray_count=4'b0000;
                bin_count=4'b0000;
            end
        else
            begin
                bin_count = bin_count + 1;
                gray_count = {bin_count[3],bin_count[3]^bin_count[2],bin_count[2]^bin_count[1],bin_count[1]^bin_count[0]};
            end
    end   
endmodule
==> flow/run.sh <==
#!/bin/bash
# OpenROAD 26Q1-2900-gdf79404cd8, Yosys 0.63+post, stock flow scripts
make -C /OpenROAD-flow-scripts/flow DESIGN_CONFIG=/design/flow/config.mk WORK_HOME=/design/flow/orfs finish
==> flow/config.mk <==
export PLATFORM = sky130hd
export DESIGN_NAME = gray_counter
export DESIGN_NICKNAME = gray_counter
export VERILOG_FILES = /design/flow/design.v
export SDC_FILE = /design/flow/constraint.sdc
export NUM_CORES = 4
export LEC_CHECK = 1
export CORE_AREA = 10 10 70 70
export DIE_AREA = 0 0 80 80
==> flow/constraint.sdc <==
current_design gray_counter

set clk_period 1.4
set clk_io_pct 0.2

create_clock -name clk0 -period $clk_period [get_ports {clk}]

set non_clock_inputs [all_inputs -no_clocks]
set_input_delay [expr $clk_period * $clk_io_pct] -clock clk0 $non_clock_inputs
set_output_delay [expr $clk_period * $clk_io_pct] -clock clk0 [all_outputs]
==> Slide: Implementation Results <==
Run Summary

Critical path
  – CP required: 1.12 ns
  – CP bufs+invs: 1
  – Crit Path Max Fanout: 3
  – Number of cells on the critical path: 1
  – Worst Path Class, Setup: reg -> out
  – Critical path arrival: 1.06 ns
  – Critical-path cell list: clkdlybuf4s50_1
  – Worst path slowest cell: clkdlybuf4s50_1
  – Worst flop-to-flop path endpoint: gray_count[1]$_SDFF_PP0_
  – Startpoint types: register
  – Critical path's largest stage delay: 0.47 ns
  – CP Capture Type: output pin
  – Crit-path leading delay family: buffers and inverters
  – Reg2Reg Depth: 4
  – Launch point of the worst reg-to-reg path: bin_count[0]$_SDFF_PP0_
  – Reg-to-reg slack, setup: 0.24 ns

Global routing
  – Vias in the first global route: 175
  – Met2 usage: 0.02006
  – Initial antenna violation count: 0
  – Most Crowded Layer GR: met2
  – Met3 usage: 0.01477
  – First-pass GRT wire length: 710 um
  – Gr usage total: 0.01441
  – Grt total ovfl: 0
  – Largest net degree at the start of global routing: 8
  – Met1 usage: 0.01275

Yosys
  – Commonest flop: dfxtp_1
  – Mux area share: 0
  – Cell count listed in synth_stat.txt: 25
  – Async SR Flop Fraction: 0
  – Post-Syn Area: 256.5 um2
  – Syn Area/Cell: 10.26 um2
  – Post-synth seq share: 0.5463
  – Synth logic family: simple AND/OR/NAND/NOR gates
  – Post-Syn Instances: 25
  – Xor+xnor area frac: 0.1707
  – Top-count cell post-synth: dfxtp_1
  – Cell variety after synth: 12
  – Ys Warns: 1
  – AO/OA Area Share: 0.01951
  – Yosys adder share: 0.04878
  – Yosys stat area: 256.5 um2
  – Largest area contributor in the netlist: dfxtp_1
  – Number of synthesized register bits: 7
  – Cell area leaders: dfxtp_1, xor2_1, nor2_1, ha_1, nor2b_1
  – Simple-Gate Area Share: 0.1854
  – Post-synth EDFFs: 0
  – Top cells by count: dfxtp_1, nor2_1, xor2_1
  – Max-area cell share: 0.5463

CTS
  – Cts bufs inserted: 3
  – Latency at later pin: 0.25 ns
  – H-tree levels: 1
  – Clock sink total: 7
  – CTS max path bufs: 2
  – Root Driver: clkbuf_4
  – CTS tree: done
  – CTS clk-pin slew, worst paths: 0.05 ns
  – Hold buffer count at cts: 0

Finish
  – Finished Core Util: 0.1125
  – Layout cells sized above 1: 0.1212
  – Fin area: 384.1 um2
  – Area Growth Syn to Fin: 49.76%

Timing
  – Relative slew slack: 0.8322
  – Worst setup slack after layout: 0.05879 ns
  – Final Hold Fails: 0
  – Max Clk Rate: 745.6 MHz
  – Clock skew: 0.002163 ns
  – Slew at the pin closest to its max-slew limit: 0.2510 ns
  – Final setup viols: 0
  – Cycle use final: 0.9580
  – Total Neg Setup Slack: 0 ns
  – Final min period: 1.341 ns
  – Fin. max-slew vios: 0
  – Unrepaired setup endpoints after global routing: no

Floorplan
  – Rows: 21
  – # IOs: 6
  – Die Span X: 80 um
  – Chip area: 6400 um2
  – Floorplan Core Area: 3416 um2
  – Core Density at Floorplan: 0.07509
  – Die Y: 80 um

Detailed routing
  – WL final: 472 um
  – Vias: 185
  – Vias per cell: 2.342
  – DRT iter0 DRCs: 4
  – WL/cell: 5.975 um
  – First-pass DRT Iterations: 2
  – ANT cells: 0
  – Drc violations: 0
  – Final ANT Viol Nets: 0

Worst hold path
  – Hold Path Class: reg -> reg
  – Hold Crit Start: bin_count[0]$_SDFF_PP0_
  – Hold endpoint: bin_count[0]$_SDFF_PP0_
  – Hold Path Stages: 1

Status
  – Outcome: completed

Pwr
  – Cell Pwr Density: 1232 nW/um2
  – VDD IR max: 0.1838 mV
  – Leakage: 0.0001495 uW

Place
  – DP Area: 356.6 um2
  – RD Place Congestion: 0.7149
  – Buffers on Ports: 5
  – Placement Setup Slack: 0.2502 ns

Flow run
  – Max cap viols: 0
  – Tool warnings: 25
==> registers in the layout, summed over array words and instances, names as in the netlist <==
signal / cells
gray_count: 4
bin_count: 3
==> power breakdown <==
part,internal [uW],switching [uW],total [uW]
combinational,40.1,22.2,62.3
clock,109,74.7,183
sequential,218,9.56,228
total,367,106,473
==> per-layer routing <==
| metal | wire length [um] | part of all wire |
|---|---|---|
| met2 | 184 | 0.39 |
| met1 | 170 | 0.36 |
| met3 | 83 | 0.18 |
| met4 | 34 | 0.072 |
| met5 | 0 | 0 |
==> per-stage QoR <==
stage | total power [uW] | instances | hold WS (ns)
finish | 473.4 | 79 | 0.4856
global placement | 294.2 | 75 | 0.4730
CTS | 479.6 | 79 | 0.4904
global route | 499.5 | 79 | 0.5278
floorplan | 262.0 | 25 | 0.3467
detailed placement | 295.1 | 75 | 0.4748
==> how the worst max path moves through the flow <==
stage / startpoint / to / slack, ns
CTS: gray_count[3]$_SDFF_PP0_ / gray_count[3] / 0.05
global route: gray_count[3]$_SDFF_PP0_ / gray_count[3] / 0.02
finish: gray_count[3]$_SDFF_PP0_ / gray_count[3] / 0.06
==> layout make-up <==
class | instances | area [um2]
tap | 46 | 57.56
multi-input combinational | 17 | 108.9
timing repair buffer | 5 | 50.05
sequential | 7 | 141.4
fill | 391 | 3032
clock buffer | 4 | 26.28
==> cells by family (layout without fill, tap and decap cells) <==
kind of cell | Yosys count | after routing
xor gates and xnor gates | 5 | 5
buffers and inverters | 1 | 9
and+or+nand+nor | 10 | 10
AOI/OAI and AO/OA | 1 | 1
DFF | 7 | 7
adders and majority gates | 1 | 1
==> placed cells by master (no fill, tap or decap) <==
master	n
a21oi_1	1
nand2_1	1
nand3_1	1
and3_1	1
clkdlybuf4s50_1	5
nor3_1	1
clkbuf_1	1
dfxtp_2	1
dfxtp_1	6
xor2_1	4
clkbuf_4	3
nor2_1	4
nor2b_1	2
ha_1	1
xnor2_1	1
==> what timing repair did <==
item / in CTS / in global routing
buffers inserted: 0 / 0
resized: 1 / 0
setup endpoints to repair: 1 / 0
No activity file was given, so power comes from the tool's default toggle rates.
