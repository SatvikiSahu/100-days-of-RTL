$ cat ./config.mk
export PLATFORM = sky130hd
export DESIGN_NAME = ClkDivider
export DESIGN_NICKNAME = ClkDivider
export VERILOG_FILES = /design/flow/design.v
export SDC_FILE = /design/flow/constraint.sdc
export NUM_CORES = 4
export LEC_CHECK = 1
export CORE_AREA = 10 10 98 98
export DIE_AREA = 0 0 108 108
$ cat ./constraint.sdc
current_design ClkDivider

set clk_period 3.8
set clk_io_pct 0.2

create_clock -name clk0 -period $clk_period [get_ports {clk}]

set non_clock_inputs [all_inputs -no_clocks]
set_input_delay [expr $clk_period * $clk_io_pct] -clock clk0 $non_clock_inputs
set_output_delay [expr $clk_period * $clk_io_pct] -clock clk0 [all_outputs]
$ cat ./design.v
module ClkDivider (
    input clk, rst,
    output reg clk_div
    );
localparam terminalcount = (25000 - 1);
reg [15:0] count;
wire tc;
assign tc = (count == terminalcount);	 
always @ (posedge(clk), posedge(rst))
begin
    if (rst) count <= 0;
    else if (tc) count <= 0;		 
    else count <= count + 1;
end
always @ (posedge(clk), posedge(rst))
begin
    if (rst) clk_div <= 0;
    else if (tc) clk_div = !clk_div;	 
end
endmodule
$ cat ./run.sh
#!/bin/bash
# OpenROAD 26Q1-2900-gdf79404cd8, Yosys 0.63+post, stock flow scripts
make -C /OpenROAD-flow-scripts/flow DESIGN_CONFIG=/design/flow/config.mk WORK_HOME=/design/flow/orfs finish
==> flow_summary.json <==
{
  "postCtsSetupRepairBufs": 0,
  "crit_path_max_incr_delay_ns": 0.49,
  "cts_buffer_depth": 2,
  "slowest_stage": "clkdlybuf4s50_1",
  "maxCapViolCount": 0,
  "clkTransAtPathRegs_ns": 0.07,
  "routedWlPerCell_um": 7.441,
  "required_ns": 3.04,
  "finalSetupTns_ns": 0,
  "reg2regPathDepth": 3,
  "r2r-end": "count[1]$_DFF_PP0_",
  "mostFrequentLayoutCells": "17 x dfrtp_1, 11 x nor2_1, 8 x xor2_1",
  "finalSetupViolCount": 0,
  "crit_arrival_ns": 1.11,
  "regToRegSetupSlack_ns": 2.00,
  "clock-sinks": 17,
  "core_area_um2": 7647,
  "crit_path_end_kind": "output port",
  "routabilityCongestion": 0.7758,
  "critical_path.top_delay_family": "buffers and inverters",
  "io-pin-count": 3,
  "cts.repair.resized": 0,
  "cts_made_buffers": 3,
  "status": "finished clean",
  "fmax_mhz": 536.2,
  "grtUsageMet1_pct": 3.291,
  "num_antenna_cells": 0,
  "crit_fanout": 2,
  "ys_seq_share_pct": 54.57,
  "port-buffer-count": 2,
  "crit_cells": 1,
  "grt_pass1_wl_mm": 2.415,
  "crit_end": "clk_div",
  "p_per_area_nw_per_um2": 328.2,
  "syn_to_final_growth_pct": 24.40,
  "fin_ws_ns": 1.935,
  "drive_above_1_share_pct": 9.091,
  "startpoint_type": "flop",
  "post-dp-hpwl_um": 941.7,
  "timing.rr.start": "count[4]$_DFF_PP0_",
  "ir_drop_mv": 0.1766,
  "hold_path_class": "reg2reg",
  "final_common_cell": "dfrtp_1",
  "path_class": "reg2out",
  "postSynthCellCount": 72,
  "synth_area_um2": 779.5,
  "dp_slack_ns": 1.978,
  "grt_use_met3_pct": 0.6024,
  "grt_util_met2_pct": 3.879,
  "worst_slew_pin_slew_ns": 0.6503,
  "final.min_clock_period_ns": 1.865,
  "async_flop_share_pct": 100.0,
  "die-area_um2": 11660,
  "grt_usage_pct": 2.447,
  "edf_count": 0,
  "grt_max_degree": 18,
  "vias_per_cell": 2.877,
  "hold_violations": 0,
  "drt_first_iter_violations": 20,
  "htreeDepth": 1,
  "leakagePower_uw": 0.0004287,
  "ys_ff": 17,
  "period_used_pct": 49.08,
  "synth.distinct_cells": 20,
  "worstPathBufferInverterCount": 1,
  "log.warning_count": 25,
  "fp_util_pct": 10.19,
  "rsz0062_at_grt": "false",
  "row_count": 32,
  "grt_overflow": 0,
  "cts_tree": "yes",
  "wirelength_mm": 1.332,
  "synth-main-ff-cell": "dfrtp_1",
  "crit_chain": "clkdlybuf4s50_1",
  "crit_start": "clk_div$_DFFE_PP0N_",
  "fillers": 844,
  "ys_chip_area_um2": 779.5,
  "ant_nets": 0,
  "avgSynthCellArea_um2": 10.83,
  "drt_pass1_iterations": 5,
  "grt_antenna_before_repair": 0,
  "yosys_warnings": 1,
  "ys_cells": 72,
  "cts_root_buf": "clkbuf_8",
  "die_x_um": 108,
  "finClkSkew_ns": 0.005622,
  "clk_latency_ns": 0.25,
  "drc": 0,
  "dr_total_vias": 515,
  "slew_headroom_pct": 56.60,
  "drv_slew": 0,
  "cts_hold_buf": 0,
  "grt_pass1_vias": 529,
  "grt-busiest-layer": "met2",
  "die_h_um": 108
}
## flip-flops by register name, indices dropped and copies added (netlist names)
| signal | flops |
|---|---|
| clk_div | 1 |
| count | 16 |
## worst min path at each step
stage	from	endpoint	depth (start not counted)
6_report	count[0]$_DFF_PP0_	count[0]$_DFF_PP0_	1
5_1_grt	count[15]$_DFF_PP0_	count[15]$_DFF_PP0_	1
4_1_cts	count[0]$_DFF_PP0_	count[0]$_DFF_PP0_	1
## through the flow
step                      std cells  hold slack [ns]  power [uW]  utilization (%)  instance area (um^2)
after detailed placement        175           0.4570       189.2            12.07                 923.4
after CTS                       179           0.4687       322.0            12.68                 969.7
final                           179           0.4649       318.3            12.68                 969.7
after global placement          175           0.4537       189.1            12.07                 923.4
after global routing            179           0.4958       332.3            12.68                 969.7
after floorplan                  72           0.4204       187.1                -                 779.5
## power by group
group | switching, uW | total, uW | internal (uW)
sequential | 0 | 181 | 181
clock | 60.2 | 133 | 72.7
combinational | 3.52 | 4.48 | 0.954
## cells in the mapped netlist (2+ instances only)
cell type,number,area (um^2)
or3_1,2,12.51
nand2_1,3,11.26
and4_1,2,17.52
nor2_1,11,41.29
dfrtp_1,17,425.4
nor3_1,2,10.01
nand3_1,7,35.03
inv_1,3,11.26
xnor2_1,6,52.55
xor2_1,8,70.07
nor4_1,2,12.51
## cell type report
class                      count  area (um^2)  area share [%]
clock inverter                 1        5.005          0.5161
tap                          102        127.6           13.16
sequential                    17        425.4           43.87
multi-input combinational     51        339.1           34.97
timing repair buffer           2        20.02           2.065
inverter                       3        11.26           1.161
clock buffer                   3        41.29           4.258
## metal layers
metal / up-vias / share of wire, %
met5: - / 0
met1: 256 / 48
li1: 251 / -
met4: 0 / 3.0
met2: 6 / 45
met3: 2 / 2.9
## kinds of logic after synthesis
family                   count (synthesis)  share of synthesized area (%)
AND-OR/OR-AND                            2                          1.283
XOR/XNOR                                14                          15.73
adder cells (fa/ha/maj)                  1                          1.605
buffers and inverters                    4                          1.926
flip-flops                              17                          54.57
AND/OR/NAND/NOR                         34                          24.88
Power figures rest on the tool's default switching activity, not on a simulated workload.
