==> flow/design.v <==
`timescale 1ns / 1ps
module up_down_counter
  # (parameter N = 4)
  ( input clk, reset, upordown, output reg[N-1:0] count);
  always @ (posedge clk )
  begin
    if (reset==1)
     count <= 0;
	else if(upordown==1)     
         if (count == 2*N -1) 
            count <= 0;
	   else
            count<=count+1;  
	else                     
	     if(count==0)
	       count<= 2*N -1;
	     else
	       count<=count-1;    
  end
endmodule
==> flow/run.sh <==
#!/bin/bash
# OpenROAD 26Q1-2900-gdf79404cd8, Yosys 0.63+post, stock flow scripts
make -C /OpenROAD-flow-scripts/flow DESIGN_CONFIG=/design/flow/config.mk WORK_HOME=/design/flow/orfs finish
==> flow/config.mk <==
export PLATFORM = sky130hd
export DESIGN_NAME = up_down_counter
export DESIGN_NICKNAME = up_down_counter
export VERILOG_FILES = /design/flow/design.v
export SDC_FILE = /design/flow/constraint.sdc
export NUM_CORES = 4
export LEC_CHECK = 1
export CORE_AREA = 10 10 70 70
export DIE_AREA = 0 0 80 80
==> flow/constraint.sdc <==
current_design up_down_counter

set clk_period 2.2
set clk_io_pct 0.2

create_clock -name clk0 -period $clk_period [get_ports {clk}]

set non_clock_inputs [all_inputs -no_clocks]
set_input_delay [expr $clk_period * $clk_io_pct] -clock clk0 $non_clock_inputs
set_output_delay [expr $clk_period * $clk_io_pct] -clock clk0 [all_outputs]
==> notes.md <==
yosys + openroad results -> # DRC=0, Via density=2.329, overall routed net length=545 µm, num ports=7, clock skew after layout=0.005094 ns, max-capacitance violation count=0, commonest non-fill, non-tap cell in the layout=clkdlybuf4s50_1, total overflow reported by the global router=0, fraction of power consumed by sequential logic=39.9%, worst min-delay path category=register to register, synthesis-stage register bit count=4, level count of the clock H-tree=1, initial detailed-routing violation count=10, number of standard cells after synthesis=21, top routing layer in use=met3, layout overhead on the synthesized area=70.89%, worst-case register-to-register setup slack=0.80 ns, CTS tree=built, largest net degree at the start of global routing=7, net switching component of the power=0.00006204 W, Worst Setup Path Type=input port to register, # diodes=0, outcome=completed, num rows=21, largest registers ranked by flip-flop count=count (4), CP bufs+invs=1, Initial Util=5.788%, Met1 Routed Length=267 µm, start point of the worst min-delay path=count[0], area of the synthesized netlist per yosys stat=197.7 µm², cell resize tally after clock tree synthesis=0, wire length on met3=142 µm, Period Utilization, post-route=75.47%, Yosys cell types=11, reg2reg end=count[3], required arrival time at the worst endpoint=2.32 ns, Basic Gates by Area=22.78%, Post-CTS Setup Repair Bufs=0, accumulated negative setup slack=0 ns, Die Footprint=6400 µm², vias=177, vertical die dimension=80 µm, number of placed instances, taps included=73, critical path's slowest cell=clkdlybuf4s50_1, iteration tally of the first detailed-router pass=2, count of instantiated cells in the yosys netlist=21, multiplexer fraction of the synthesized cell area=5.063%, kind of capture point of the worst setup path=register, switching portion of total power=25.73%, clock sink total=4, met2 WL=135 µm, ao+oa area frac=4.430%, setup-violating endpoint count in the final report=0, Relative slew margins=84.80%, clock-pin transition on the worst setup and hold timing paths=0.04 ns, unrepaired setup endpoints after global routing=false, crit path cell chain=clkdlybuf4s50_1, or4_4, and3_1, o31a_1, DP Worst Slack=0.3015 ns, internal power consumption=0.0001790 W, fraction of power consumed by the clock network=37.7%, min Tclk post-route=1.660 ns, global-route wire length before repair=897 µm, tally of nets with antenna violations remaining after routing=0, register with the highest flop count=count, number of CTS-inserted buffers=3, worst reg2reg path startpoint=count[2], Min-Delay Endpoint=count[0], number of I/O port buffers=6, power per unit of standard cell area=713.6 nW/µm², All-Layer GR Usage=1.945%, final worst-path setup slack=0.5396 ns, area fraction in full adders, half adders and majority gates=12.66%, count of pins over their slew limit=0, Max Root-Sink Buffers=2, fraction of synthesized cell area in xor and xnor cells=8.861%, total count of hold-check failures in the final report=0, detailed-placement wirelength estimate=428.4 µm, final cell count without fillers=76, count of warning messages emitted by the tools=26, largest family of logic cells by area=simple AND/OR/NAND/NOR gates, most frequent cells in the layout=clkdlybuf4s50_1, dfxtp_1, inv_1, nor2_1, clkbuf_4, depth of the most critical reg-to-reg path=3, cell class contributing the biggest share of worst-path delay=simple AND/OR/NAND/NOR gates, Routability Congestion=0.6915, nature of the critical path startpoint=input port, proportion of power drawn by combinational gates=22.5%, core outline area=3416 µm², Post-synth seq share=40.51%, yosys warning tally=1, vias in the first global route=192, crit path max fanout=4, Die Wd=80 µm, Hold Path Stages=1, number of hold buffers added after CTS=0, Post-Synthesis Cell Area=197.7 µm², clock latency on the worst-skew pair=0.24 ns, Design Power=0.0002411 W, Avg WL per Cell=7.171 µm, signal arrival time at the worst endpoint=1.78 ns, number of fill cells in the layout=398, post-synthesis area per instance=9.414 µm², clock root buffer master=clkbuf_4, Lkg Pwr=0.1333 nW, Largest register FFs=4, CP peak stage delay=0.49 ns, pin slew with the least headroom to its limit=0.2277 ns, achievable frequency=602.3 MHz, layout cells sized above 1=13.33%, peak supply drop=0.0001786 V, number of antenna violations at the first check in global routing=0
## Yosys cell counts (all sizes together)
library cell | count | area share, %
ha | 2 | 13
dfxtp | 4 | 41
or4 | 1 | 5.7
xor2 | 2 | 8.9
inv | 3 | 5.7
and3 | 1 | 3.2
mux2i | 1 | 5.1
o31a | 1 | 4.4
nor2 | 3 | 5.7
nor3 | 2 | 5.1
nand4 | 1 | 3.2
## routing by layer
| layer | vias to the layer above | global-route usage [%] |
|---|---|---|
| li1 | 92 | - |
| met1 | 76 | 2.261 |
| met2 | 9 | 1.605 |
| met3 | 0 | 3.182 |
| met4 | 0 | 0.3521 |
| met5 | - | 0 |
## power by group through the flow
stage         combinational [W]  clock [W]  sequential [W]
CTS                   0.0000547  0.0000965       0.0000955
global route          0.0000607   0.000105       0.0000978
finish                0.0000541  0.0000908       0.0000961
## cell families after synthesis
logic type / count (synthesis)
simple gates: 8
fa+ha+maj: 2
compound gates: 1
mux: 1
xor+xnor: 2
buf+inv: 3
flops: 4
## area by class of cell
class	instances	area (µm²)	share of cell area [%]
clock buffers	3	22.52	6.667
flip-flops and latches	4	80.08	23.70
inverters	3	11.26	3.333
well taps	46	57.56	17.04
repair buffers	6	60.06	17.78
multi-input cells	14	106.4	31.48
## worst register-to-register path: stages, from the launching register on
cell and delay [ns]:
dfxtp_1 0.34, or4_4 0.54, and3_1 0.18, o31a_1 0.23
## metrics by stage
stage	util (%)	hold slack [ns]	instance area, µm²
finish	9.890	0.5115	337.8
detailed placement	9.231	0.4934	315.3
global route	9.890	0.5255	337.8
floorplan	-	0.4411	197.7
global placement	9.231	0.4755	315.3
CTS	9.890	0.5048	337.8
## worst max-delay path by stage
stage                 startpoint  depth (start not counted)  endpoint  slack (ns)
final                   upordown                          4  count[3]        0.54
after global routing    count[0]                          1  count[0]        0.50
after CTS               upordown                          4  count[3]        0.55
No activity file was given, so power comes from the tool's default toggle rates.
